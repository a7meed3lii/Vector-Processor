==> flow/design.v <==
module vector_alu #(
    parameter DATA_WIDTH = 16,
    parameter IMG_WIDTH = 224,
    parameter IMG_HEIGHT = 224
)(
    input  logic                  clk,
    input  logic                  rst_n,
    input  logic [DATA_WIDTH-1:0] in_data,
    input  logic                  in_valid,
    output logic                  in_ready,
    output logic [DATA_WIDTH-1:0] out_data,
    output logic                  out_valid,
    input  logic                  out_ready,
    input  logic                  enable_bn,
    input  logic [15:0]           current_channel
);
    logic [DATA_WIDTH-1:0] bn_mean;
    logic [DATA_WIDTH-1:0] bn_var;
    logic [DATA_WIDTH-1:0] bn_gamma;
    logic [DATA_WIDTH-1:0] bn_beta;
    logic [DATA_WIDTH-1:0] weights [8:0];
    typedef enum logic [1:0] {
        IDLE,
        LOAD_PARAMS,
        PROCESS,
        FINISH
    } alu_state_t;
    alu_state_t current_state, next_state;
    logic [3:0] param_counter;
    logic [3:0] weight_counter;
    logic processing_valid;
    logic params_loaded;   
    logic [31:0] conv_result;
    logic [31:0] bn_result;
    always_comb begin
        conv_result = '0;
        bn_result = '0;
        if (in_valid && current_state == PROCESS) begin
            conv_result = $signed(in_data) * $signed(weights[4]);
            if (enable_bn) begin
                bn_result = $signed(conv_result - bn_mean);
                bn_result = $signed(bn_result * bn_gamma / 256);  
                bn_result = $signed(bn_result + bn_beta);
            end else begin
                bn_result = conv_result;
            end
        end
    end
    always_ff @(posedge clk or negedge rst_n) begin
        if (!rst_n) begin
            current_state <= IDLE;
            param_counter <= '0;
            weight_counter <= '0;
            bn_mean <= '0;
            bn_var <= '0;
            bn_gamma <= '0;
            bn_beta <= '0;
            params_loaded <= 1'b0;
            out_data <= '0;
            out_valid <= 1'b0;
            processing_valid <= 1'b0;
            for (int i = 0; i < 9; i++) begin
                weights[i] <= '0;
            end
        end else begin
            current_state <= next_state;
            if (current_state == LOAD_PARAMS && in_valid) begin
                if (param_counter < 4) begin
                    case (param_counter)
                        0: bn_mean <= in_data;
                        1: bn_var <= in_data;
                        2: bn_gamma <= in_data;
                        3: bn_beta <= in_data;
                    endcase
                    param_counter <= param_counter + 1;
                end else if (weight_counter < 9) begin
                    weights[weight_counter] <= in_data;
                    weight_counter <= weight_counter + 1;
                end
            end
            if (param_counter >= 4 && weight_counter >= 4) begin
                params_loaded <= 1'b1;
            end
            if (next_state == IDLE) begin
                param_counter <= '0;
                weight_counter <= '0;
                params_loaded <= 1'b0;
            end
            processing_valid <= (current_state == PROCESS) && in_valid;
            out_valid <= processing_valid;
            if (processing_valid) begin
                if ($signed(bn_result) > $signed({1'b0, {(DATA_WIDTH-1){1'b1}}}))
                    out_data <= {1'b0, {(DATA_WIDTH-1){1'b1}}};  
                else if ($signed(bn_result) < $signed({1'b1, {(DATA_WIDTH-1){1'b0}}}))
                    out_data <= {1'b1, {(DATA_WIDTH-1){1'b0}}};  
                else
                    out_data <= bn_result[DATA_WIDTH-1:0];
            end
        end
    end
    always_comb begin
        next_state = current_state;
        case (current_state)
            IDLE: begin
                if (in_valid)
                    next_state = LOAD_PARAMS;
            end
            LOAD_PARAMS: begin
                if (params_loaded)
                    next_state = PROCESS;
            end
            PROCESS: begin
                if (!in_valid || !out_ready)
                    next_state = FINISH;
            end
            FINISH: begin
                if (!in_valid && !out_valid)
                    next_state = IDLE;
                else if (in_valid)
                    next_state = PROCESS;
            end
            default: next_state = IDLE;
        endcase
    end
    assign in_ready = (current_state == IDLE) || (current_state == LOAD_PARAMS) || 
                    ((current_state == PROCESS) && out_ready);
endmodule
==> flow/run.sh <==
#!/bin/bash
# OpenROAD 26Q1-2900-gdf79404cd8, Yosys 0.63+post, stock flow scripts
make -C /OpenROAD-flow-scripts/flow DESIGN_CONFIG=/design/flow/config.mk WORK_HOME=/design/flow/orfs finish
==> flow/config.mk <==
export PLATFORM = sky130hd
export DESIGN_NAME = vector_alu
export DESIGN_NICKNAME = vector_alu
export VERILOG_FILES = /design/flow/design.v
export SDC_FILE = /design/flow/constraint.sdc
export NUM_CORES = 4
export LEC_CHECK = 1
export CORE_UTILIZATION = 50
==> flow/constraint.sdc <==
current_design vector_alu

set clk_period 18.2
set clk_io_pct 0.2

create_clock -name clk0 -period $clk_period [get_ports {clk}]

set non_clock_inputs [all_inputs -no_clocks]
set_input_delay [expr $clk_period * $clk_io_pct] -clock clk0 $non_clock_inputs
set_output_delay [expr $clk_period * $clk_io_pct] -clock clk0 [all_outputs]
==> results.txt <==
State of the implementation.

- The critical path startpoint category is a primary input, for reference.
- The flow reports an fmax of 57.0 MHz.
- Entering global routing, the biggest net connects 36 pins.
- The run finished with clean final reports.
- Hold-check failures listed in the final report amount to 0.
- After detailed routing, the number of remaining DRC violations is 0.
- The kind of capture point of the worst setup path is a flip-flop, for reference.
- Excluding fillers, the count of instances in the completed layout stands at 3842.
- The critical path maximum fanout is 8.
- Routing resource usage on met3 recorded by global route was 9.31%.
- The number of cells in Yosys stat is 3067, for reference.
- The number of antenna violations at the first check in global routing is 3, for reference.
- Among all flip-flop cells after synthesis, the most frequent one is sky130_fd_sc_hd__dfrtp_1.
- The global-route congestion overflow total is 0, for reference.
- The global-route usage over all layers is 26.3%, for reference.
- The fraction of registers with async set/reset is 100%, for reference.
- For the worst-skew pair, the clock arrives at the later sink with an insertion delay of 360 ps.
- The detailed-route wire length is 64.9 mm, for reference.
- The count of nets left with antenna violations once routing finished came out at 0.
- The core occupancy in the finished layout is 54.5%, for reference.
- The max-slew headroom at the worst pin is 34.1%, for reference.
- The wire length per cell after detailed routing is 16.9 microns, for reference.
- The number of fillers in the final layout is 4846, for reference.
- From the final report, the count of setup violators was given as 0.
- In the synthesized netlist, the number of instances is 3067.
- TritonCTS built the clock tree.
- The area of the die is 0.0565 sq mm, for reference.
- Measured along the x axis, the die boundary spans 238 microns.
- The floorplan die height is 238 microns, for reference.
- The required time at the worst-slack endpoint is 18480 ps, for reference.
- The setup TNS after final layout is 0 ps, for reference.
- The layout overhead on the synthesized area is 7.86%, for reference.
- The maximum clock path buffer count is 2, for reference.
- The routability congestion estimate from global placement is 0.938, for reference.
- The worst-case hold slack is 451 ps, for reference.
- The post-layout minimum cycle time is 17550 ps, for reference.
- The total CTS buffers is 9, for reference.
- Global routing used 38.5% of the available met1 tracks.
- After synthesis, the chip area reported by Yosys is 0.0278 sq mm.
- The clock net in this run drives a total of 95 sinks.
- The busiest metal layer after global routing is met2, for reference.
- The layout summary lists the proportion of cells stronger than drive strength 1 as 8.60%.
- Per the hold report, the tightest min-delay path originates at params_loaded$_DFFE_PN0P_.
- According to the hold report, the worst path is of the flip-flop to flip-flop type.
- The via count of the first global-routing pass is 21337.
- The area of all placed cells without fillers is 0.0300 sq mm, for reference.
- The post-synth count of flops with an enable pin is 0.
- In this run the maximum-capacitance check reported violations numbering 0.
- The ratio of routed vias to standard cells is 5.14, for reference.
- Detailed placement reports a standard cell area of 0.0294 sq mm.
- For the final database, setup skew stands at 11.7 ps.
- The global-route track usage on met2 is 41.0%, for reference.
- Detailed placement ended at an HPWL of 54.5 mm.
- The post-synthesis instance area is 0.0278 sq mm, for reference.
- Per the CTS log, the maximum H-tree level is 3.
- Per the synthesis report, the number of distinct cell types is 83.
- The transition time recorded at the tightest slew-check pin is 981 ps.
- The area taken by sequential standard cells is reported as 0.00238 sq mm.
- The I/O pin count is 55, for reference.
- The endpoint arrival time on the critical path is 17830 ps, for reference.
- The starting DRC count in detailed routing is 692, for reference.
- A synthesized cell averages 9.06 sq um.
- The fraction of the yosys area taken by sequential cells is 8.56%, for reference.
- Setup slack closes at 650 ps.
- The number of placement rows is 86, for reference.
- The number of max-slew violations in the final report is 0, for reference.
- In this design, the critical path's most frequently occurring cell is sky130_fd_sc_hd__fa_1.
- Clock tree synthesis selected as its root buffer the cell sky130_fd_sc_hd__clkbuf_16.
- The first detailed-routing pass took 7 iterations.
- The delay of the slowest cell on the worst path is 560 ps, for reference.
- The critical path's slowest stage uses the library cell sky130_fd_sc_hd__fa_1.
- The setup slack at placement is -97.3 ps, for reference.
- The ratio of final minimum period to clock period is 96.4%, for reference.
- Clock-pin slew was measured on the worst setup and hold paths at 80 ps.
- In this run the tools logged warnings totalling 45.
- Per STA, the startpoint of the critical path is in_data[7].
- The effective utilization at floorplan is 50.6%, for reference.
- STA lists the startpoint of the worst register-to-register path as weights[4][1]$_DFFE_PN0P_.
- The global-route wire length before repair is 110 mm, for reference.
- The logic area is 0.0227 sq mm, for reference.
- The core region is 0.0550 sq mm.
- For reference, the most critical setup path is categorized as primary input to flip-flop.
- The quantity of I/O buffers inserted on ports is 38, for reference.
- The detailed placer reported the number of placed instances as 3820.
- The number of storage elements in the synthesis netlist is 95, for reference.
- The warning tally printed by Yosys for this design is 2.
- The number of vias after detailed routing is 19761, for reference.
-- registers in the layout, indices dropped and copies added, names as in the netlist --
register and cells:
param_counter 4, bn_beta 16, params_loaded 1, processing_valid 1
weight_counter 4, bn_mean 16, current_state 4, bn_gamma 16
out_valid 1, weights 16, out_data 16
-- cell families after synthesis --
kind of cell	after synthesis	share of synthesized area (%)
AND/OR/NAND/NOR	924	16.4
buffers and inverters	777	10.6
adder cells (fa/ha/maj)	749	49.0
AND-OR/OR-AND	322	8.02
XOR/XNOR	122	4.27
flip-flops	95	8.56
multiplexers	78	3.14
-- Yosys cell counts, types with 4 or more instances --
master	count	area, sq um
sky130_fd_sc_hd__a21o_1	40	300
sky130_fd_sc_hd__nand2b_1	26	163
sky130_fd_sc_hd__o21ai_0	60	300
sky130_fd_sc_hd__o21ai_1	4	20.0
sky130_fd_sc_hd__fa_1	567	11400
sky130_fd_sc_hd__and2_1	282	1760
sky130_fd_sc_hd__mux2i_1	6	60.1
sky130_fd_sc_hd__or2_2	7	43.8
sky130_fd_sc_hd__o21bai_1	8	60.1
sky130_fd_sc_hd__o21a_1	18	135
sky130_fd_sc_hd__nor2_1	75	282
sky130_fd_sc_hd__nor2b_1	23	144
sky130_fd_sc_hd__o22ai_1	5	31.3
sky130_fd_sc_hd__clkbuf_1	126	473
sky130_fd_sc_hd__xnor3_1	4	90.1
sky130_fd_sc_hd__xnor2_1	79	692
sky130_fd_sc_hd__nor3_1	17	85.1
sky130_fd_sc_hd__a21oi_4	11	179
sky130_fd_sc_hd__a31oi_1	13	81.3
sky130_fd_sc_hd__or3_1	8	50.1
sky130_fd_sc_hd__nor4_1	8	50.1
sky130_fd_sc_hd__xor2_1	35	307
sky130_fd_sc_hd__nand2_1	420	1580
sky130_fd_sc_hd__a211oi_1	10	75.1
sky130_fd_sc_hd__nand4_1	11	68.8
sky130_fd_sc_hd__o211ai_1	11	82.6
sky130_fd_sc_hd__o31ai_1	5	37.5
sky130_fd_sc_hd__nand3_1	18	90.1
sky130_fd_sc_hd__inv_1	648	2430
sky130_fd_sc_hd__and4_1	4	35.0
sky130_fd_sc_hd__dfrtp_1	94	2350
sky130_fd_sc_hd__ha_1	182	2280
sky130_fd_sc_hd__a21oi_1	86	430
sky130_fd_sc_hd__mux2_2	71	800
sky130_fd_sc_hd__and3_1	9	56.3
-- final cells by class --
cell class | count | area share, %
flip-flops and latches | 95 | 7.93
clock buffers | 9 | 0.751
inverters | 649 | 8.12
clock inverters | 7 | 0.225
diodes | 1 | 0.00835
repair buffers | 138 | 4.00
multi-input cells | 2195 | 75.8
well taps | 748 | 3.12
-- placed cells by master (no fill, tap or decap), types with 71 or more instances in the layout --
master                      n
sky130_fd_sc_hd__fa_1     567
sky130_fd_sc_hd__nand2_1  420
sky130_fd_sc_hd__xnor2_1   72
sky130_fd_sc_hd__and2_1   282
sky130_fd_sc_hd__nor2_1    74
sky130_fd_sc_hd__ha_1     175
sky130_fd_sc_hd__dfrtp_1   94
sky130_fd_sc_hd__buf_4     94
sky130_fd_sc_hd__inv_1    648
sky130_fd_sc_hd__mux2_2    71
sky130_fd_sc_hd__a21oi_1   80
-- per-layer routing --
| layer | up-vias | routed length (microns) |
|---|---|---|
| li1 | 9362 | - |
| met1 | 9822 | 28000 |
| met2 | 520 | 30600 |
| met3 | 57 | 5080 |
| met4 | 0 | 1210 |
| met5 | - | 0 |
-- worst paths after layout --
kind | to | slack (ps) | cells after the start
max | out_data[7]$_DFFE_PN0P_ | 650 | 53
min | current_state[2]$_DFF_PN0_ | 450 | 1
max reg2reg | out_data[7]$_DFFE_PN0P_ | 3680 | 51
min reg2reg | current_state[2]$_DFF_PN0_ | 450 | 1
max in group asynchronous | bn_gamma[11]$_DFFE_PN0P_ | 14160 | 2
min in group asynchronous | bn_beta[2]$_DFFE_PN0P_ | 3200 | 1
-- what timing repair did --
action,CTS,global route
hold buffers,0,0
buffers inserted,0,4
setup endpoints to repair,0,15
gates resized,0,53
hold endpoints to repair,0,0
-- worst max-delay path, delay by kind of cell --
family	cells	cell delay [ps]
fa+ha+maj	15	6780
compound gates	17	3610
buf+inv	11	1650
xor+xnor	5	1300
simple gates	5	830
