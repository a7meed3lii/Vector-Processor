**design/flow/design.v**
```verilog
module memory_controller #(
    parameter DATA_WIDTH = 16,
    parameter ADDR_WIDTH = 32
)(
    input  logic                  clk,
    input  logic                  rst_n,
    output logic                  mem_read_valid,
    output logic [ADDR_WIDTH-1:0] mem_read_addr,
    input  logic                  mem_read_ready,
    input  logic [DATA_WIDTH-1:0] mem_read_data,
    output logic                  mem_write_valid,
    output logic [ADDR_WIDTH-1:0] mem_write_addr,
    output logic [DATA_WIDTH-1:0] mem_write_data,
    input  logic                  mem_write_ready,
    input  logic                  dma_read_req,
    input  logic [ADDR_WIDTH-1:0] dma_read_addr,
    output logic [DATA_WIDTH-1:0] dma_read_data,
    output logic                  dma_read_valid,
    input  logic                  dma_write_req,
    input  logic [ADDR_WIDTH-1:0] dma_write_addr,
    input  logic [DATA_WIDTH-1:0] dma_write_data,
    output logic                  dma_write_ack
);
    typedef enum logic [1:0] {
        IDLE,
        READ_REQ,
        READ_WAIT,
        WRITE_REQ
    } mem_state_t;
    mem_state_t current_state, next_state;
    logic received_data;
    always_ff @(posedge clk or negedge rst_n) begin
        if (!rst_n) begin
            current_state <= IDLE;
            received_data <= 1'b0;
        end else begin
            current_state <= next_state;
            if (current_state == READ_REQ && mem_read_ready) 
                received_data <= 1'b1;
            else if (next_state == IDLE)
                received_data <= 1'b0;
        end
    end
    always_comb begin
        next_state = current_state;
        case (current_state)
            IDLE: begin
                if (dma_read_req)
                    next_state = READ_REQ;
                else if (dma_write_req)
                    next_state = WRITE_REQ;
            end
            READ_REQ: begin
                if (mem_read_ready)
                    next_state = READ_WAIT;
            end
            READ_WAIT: begin
                next_state = IDLE;
            end
            WRITE_REQ: begin
                if (mem_write_ready)
                    next_state = IDLE;
            end
            default: next_state = IDLE;
        endcase
    end
    always_comb begin
        mem_read_valid = 1'b0;
        mem_read_addr = '0;
        mem_write_valid = 1'b0;
        mem_write_addr = '0;
        mem_write_data = '0;
        dma_read_data = mem_read_data;
        dma_read_valid = 1'b0;
        dma_write_ack = 1'b0;
        case (current_state)
            IDLE: begin
                if (dma_read_req) begin
                    mem_read_valid = 1'b1;
                    mem_read_addr = dma_read_addr;
                end
                if (dma_write_req) begin
                    mem_write_valid = 1'b1;
                    mem_write_addr = dma_write_addr;
                    mem_write_data = dma_write_data;
                end
            end
            READ_REQ: begin
                mem_read_valid = 1'b1;
                mem_read_addr = dma_read_addr;
            end
            READ_WAIT: begin
                dma_read_valid = 1'b1;
            end
            WRITE_REQ: begin
                mem_write_valid = 1'b1;
                mem_write_addr = dma_write_addr;
                mem_write_data = dma_write_data;
                dma_write_ack = mem_write_ready;
            end
            default: begin
            end
        endcase
    end
endmodule
```
**design/flow/run.sh**
```bash
#!/bin/bash
# OpenROAD 26Q1-2900-gdf79404cd8, Yosys 0.63+post, stock flow scripts
make -C /OpenROAD-flow-scripts/flow DESIGN_CONFIG=/design/flow/config.mk WORK_HOME=/design/flow/orfs finish
```
**design/flow/config.mk**
```make
export PLATFORM = sky130hd
export DESIGN_NAME = memory_controller
export DESIGN_NICKNAME = memory_controller
export VERILOG_FILES = /design/flow/design.v
export SDC_FILE = /design/flow/constraint.sdc
export NUM_CORES = 4
export LEC_CHECK = 1
export CORE_AREA = 10 10 86 86
export DIE_AREA = 0 0 96 96
```
**design/flow/constraint.sdc**
```tcl
current_design memory_controller

set clk_period 3.8
set clk_io_pct 0.2

create_clock -name clk0 -period $clk_period [get_ports {clk}]

set non_clock_inputs [all_inputs -no_clocks]
set_input_delay [expr $clk_period * $clk_io_pct] -clock clk0 $non_clock_inputs
set_output_delay [expr $clk_period * $clk_io_pct] -clock clk0 [all_outputs]
```
==> impl_metrics.yaml <==
# flow metrics
run_status:
  outcome: "finished clean"
floorplanning:
  die_h_um: 96
  die_x_um: 96
  dieArea_sq_um: 9220
  fp_util: 0.181
  fp-row-count: 27
  core_area_sq_um: 5540
  ios: 202
power:
  ir_worst_vdd_mv: 0.137
  seq_power_share: 0.095
  power.total_uw: 599
  clock_power_share: 0.157
  p_leak_uw: 0.000956
  switching_share: 0.265
  combPwrFrac: 0.748
  power.density_nw_per_um2: 228
  p_sw_uw: 159
  internal_power_uw: 441
sta:
  fmax_ghz: 0.293
  hold_ws_ps: 545
  setup-violations-final: 0
  drv_slew: 0
  maxSlewHeadroom: 0.481
  fin_tns_setup_ps: 0
  skew_ps: 4.24
  rsz0062_at_grt: "no"
  worst_pin_slew_ps: 778
  hold_viol: 0
  finalCriticalPeriod_ps: 3420
  fin_crit_sh: 0.899
global_routing:
  antenna_found_initial: 0
  grt_usage: 0.115
  grt_max_degree: 50
  grt.overflow.total: 0
  grt_pass1_vias: 1445
  grt_pass1_wl_um: 8300
drt:
  wire_per_inst_um: 17.3
  drc_errors: 0
  antenna-diode-count: 0
  first_pass_iters: 3
  postRouteAntennaNets: 0
  vias_per_cell: 4.27
  vias: 1478
  first_iter_violations: 56
  routed_wl_um: 6000
cts:
  cts.sinks: 4
  htree_levels: 1
  cts_hold_buf: 0
  cts_tree: "yes"
  cts-buffers-inserted: 3
  cts-root-buf: "clkbuf_8"
  postCtsSetupBuffers: 0
  clk_latency_ps: 220
  cts_resized: 0
  cts_max_path_buffers: 2
  path_clk_slew_ps: 30
flow_run:
  cap_violations: 0
  warning_count: 25
setup_path:
  reg2reg_from: "current_state[2]"
  crit_start: "dma_write_req"
  critPathLaunchType: "input port"
  cp_data_required_time_ps: 3040
  critPathKind: "input port to output port"
  reg2reg_depth: 2
  worstPathMaxFanout: 49
  crit_path_end_kind: "output port"
  crit_arrival_ps: 2660
finish:
  layout_top_cells: "169 x clkdlybuf4s50_1, 70 x a21boi_0, 8 x a21boi_1"
  regArea_sq_um: 101
  utilization: 0.475
  syn_to_final_growth_pct: 163
  drive_gt1_frac: 0.0328
  largest_reg_flops: 4
  fillers: 553
  logic_area_sq_um: 687
  regMostFlops: "current_state"
  layout_top_cell: "clkdlybuf4s50_1"
  top_regs: "current_state: 4 flops"
place:
  hpwl_um: 5130
  gp_congestion: 0.787
  io_buffers: 169
synthesis:
  synth.avg_cell_area_sq_um: 7.58
  netlist_instances: 132
  ys_area_sq_um: 1000
  ys_types: 19
  ys_warn_count: 1
  syn_area_sq_um: 1000
  ys.flops: 4
  ys_seq_share: 0.101
  ys_cells: 132
hold_path:
  hold_path_class: "register to register"
  whs_path_depth: 2
  hp-start: "current_state[0]"
## critical path, stage by stage
cell	delay, ps
clkdlybuf4s50_1	500
or3b_4	590
a21boi_0	290
clkdlybuf4s50_1	500
## cell usage after synthesis
cell | count | area (sq um)
o21ai_0 | 2 | 10.0
inv_1 | 3 | 11.3
nor3_1 | 1 | 5.00
a21boi_0 | 70 | 526
a21oi_1 | 1 | 5.00
nand2b_1 | 1 | 6.26
a21boi_2 | 2 | 22.5
dfrtp_1 | 3 | 75.1
and2_1 | 2 | 12.5
or3b_4 | 2 | 22.5
buf_4 | 16 | 120
a21boi_1 | 8 | 60.1
buf_6 | 1 | 11.3
o22ai_1 | 1 | 6.26
dfstp_2 | 1 | 26.3
nand2_1 | 3 | 11.3
clkbuf_1 | 12 | 45.0
clkbuf_2 | 2 | 10.0
buf_8 | 1 | 15.0
## routing by layer
layer	GRT usage	wire (um)	up-vias
li1	-	-	737
met5	0	0	-
met4	0.00860	36	0
met1	0.136	2430	617
met2	0.178	2520	120
met3	0.0739	1020	4
## cell type report
cell class,instances,share of cell area
Timing Repair Buffer,170,0.645
Multi-Input combinational cell,93,0.261
Sequential cell,4,0.0385
Tap cell,72,0.0342
Clock buffer,4,0.0171
Inverter,3,0.00428
## kinds of logic after synthesis
| logic type | share of synthesized area |
|---|---|
| buffers and inverters | 0.212 |
| AOI/OAI and AO/OA | 0.629 |
| DFF | 0.101 |
| and+or+nand+nor | 0.0575 |
## power by group through the flow
stage	registers (uW)	logic [uW]	clock network (uW)
4_1_cts	56.9	461	97.6
5_1_grt	57.6	494	101
6_report	56.8	448	94.2
## path summary, 6_finish.rpt
path / end / slack [ps]
max: mem_write_data[4] / 380
min: current_state[2] / 540
max reg2reg: current_state[2] / 2470
min reg2reg: current_state[2] / 540
max in group asynchronous: current_state[0] / 2810
min in group asynchronous: current_state[1] / 750
## through the flow
stage | cells | area (sq um) | setup WS [ps]
final | 346 | 2630 | 382
after global routing | 346 | 2630 | 243
after CTS | 346 | 2630 | 357
after detailed placement | 342 | 2590 | 365
after global placement | 342 | 2590 | 396
after floorplan | 132 | 1000 | 1550
Power and IR drop assume default switching activity.
