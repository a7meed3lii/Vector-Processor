===== ./design.v =====
module dma_controller #(
    parameter DATA_WIDTH = 16,
    parameter ADDR_WIDTH = 32,
    parameter IMG_WIDTH = 224,
    parameter IMG_HEIGHT = 224,
    parameter IMG_CHANNELS = 1
)(
    input  logic                  clk,
    input  logic                  rst_n,
    input  logic                  start,
    input  logic [ADDR_WIDTH-1:0] input_addr,
    input  logic [ADDR_WIDTH-1:0] weight_addr,
    input  logic [ADDR_WIDTH-1:0] bn_param_addr,
    input  logic [ADDR_WIDTH-1:0] output_addr,
    input  logic [15:0]           out_channels,
    output logic                  dma_read_req,
    output logic [ADDR_WIDTH-1:0] dma_read_addr,
    input  logic [DATA_WIDTH-1:0] dma_read_data,
    input  logic                  dma_read_valid,
    output logic                  dma_write_req,
    output logic [ADDR_WIDTH-1:0] dma_write_addr,
    output logic [DATA_WIDTH-1:0] dma_write_data,
    input  logic                  dma_write_ack,
    input  logic                  vreg_ready,
    input  logic [DATA_WIDTH-1:0] act_data,
    input  logic                  act_valid,
    input  logic                  processing_done,
    output logic                  done
);
    typedef enum logic [2:0] {
        IDLE,
        LOAD_INPUT,
        LOAD_WEIGHTS,
        LOAD_BN_PARAMS,
        WAIT_PROCESS,
        STORE_OUTPUT
    } dma_state_t;
    dma_state_t current_state, next_state;
    localparam IMG_SIZE = IMG_WIDTH * IMG_HEIGHT;
    localparam WEIGHT_SIZE = 9;  
    logic [31:0] transfer_count;
    logic [15:0] current_channel;
    logic [ADDR_WIDTH-1:0] current_addr;
    logic [DATA_WIDTH-1:0] act_data_buffer;
    logic act_valid_buffer;
    logic output_writing_active;
    always_ff @(posedge clk or negedge rst_n) begin
        if (!rst_n) begin
            act_data_buffer <= '0;
            act_valid_buffer <= 1'b0;
            output_writing_active <= 1'b0;
        end else begin
            if (act_valid) begin
                act_data_buffer <= act_data;
                act_valid_buffer <= 1'b1;
            end else if (dma_write_ack && act_valid_buffer) begin
                act_valid_buffer <= 1'b0;
            end
            if (current_state == STORE_OUTPUT) begin
                output_writing_active <= 1'b1;
            end else begin
                output_writing_active <= 1'b0;
            end
        end
    end
    always_ff @(posedge clk or negedge rst_n) begin
        if (!rst_n) begin
            current_state <= IDLE;
            transfer_count <= '0;
            current_channel <= '0;
            current_addr <= '0;
            done <= 1'b0;
        end else begin
            current_state <= next_state;
            if (next_state != current_state) begin
                transfer_count <= '0;
            end else if ((current_state == LOAD_INPUT || current_state == LOAD_WEIGHTS || 
                        current_state == LOAD_BN_PARAMS) && dma_read_valid) begin
                transfer_count <= transfer_count + 1;
            end else if (current_state == STORE_OUTPUT && dma_write_ack) begin
                transfer_count <= transfer_count + 1;
            end
            if (next_state == IDLE && current_state != IDLE) begin
                current_channel <= '0;
                done <= 1'b1;
            end else if (next_state == LOAD_INPUT && current_state == STORE_OUTPUT) begin
                current_channel <= current_channel + 1;
                done <= 1'b0;
            end else if (start && current_state == IDLE) begin
                done <= 1'b0;
            end
            if (next_state != current_state) begin
                case (next_state)
                    LOAD_INPUT:    current_addr <= input_addr + (IMG_SIZE * current_channel * DATA_WIDTH/8);
                    LOAD_WEIGHTS:  current_addr <= weight_addr + (WEIGHT_SIZE * current_channel * DATA_WIDTH/8);
                    LOAD_BN_PARAMS: current_addr <= bn_param_addr + (4 * current_channel * DATA_WIDTH/8);  
                    STORE_OUTPUT:  current_addr <= output_addr + (IMG_SIZE * current_channel * DATA_WIDTH/8);
                    default:       current_addr <= current_addr;
                endcase
            end else if ((current_state == LOAD_INPUT || current_state == LOAD_WEIGHTS || 
                       current_state == LOAD_BN_PARAMS) && dma_read_valid) begin
                current_addr <= current_addr + (DATA_WIDTH/8);
            end else if (current_state == STORE_OUTPUT && dma_write_ack) begin
                current_addr <= current_addr + (DATA_WIDTH/8);
            end
        end
    end
    always_comb begin
        next_state = current_state;
        case (current_state)
            IDLE: begin
                if (start)
                    next_state = LOAD_INPUT;
            end
            LOAD_INPUT: begin
                if ((transfer_count >= IMG_SIZE - 1) && dma_read_valid)
                    next_state = LOAD_WEIGHTS;
            end
            LOAD_WEIGHTS: begin
                if ((transfer_count >= WEIGHT_SIZE - 1) && dma_read_valid)
                    next_state = LOAD_BN_PARAMS;
            end
            LOAD_BN_PARAMS: begin
                if ((transfer_count >= 3) && dma_read_valid)
                    next_state = WAIT_PROCESS;
            end
            WAIT_PROCESS: begin
                if (processing_done)
                    next_state = STORE_OUTPUT;
            end
            STORE_OUTPUT: begin
                if ((transfer_count >= IMG_SIZE - 1) && dma_write_ack) begin
                    if (current_channel >= out_channels - 1)
                        next_state = IDLE;
                    else
                        next_state = LOAD_INPUT;
                end
            end
            default: next_state = IDLE;
        endcase
    end
    always_comb begin
        dma_read_req = 1'b0;
        dma_read_addr = current_addr;
        dma_write_req = 1'b0;
        dma_write_addr = current_addr;
        dma_write_data = act_valid ? act_data : act_data_buffer;  
        case (current_state)
            LOAD_INPUT, LOAD_WEIGHTS, LOAD_BN_PARAMS: begin
                dma_read_req = 1'b1;
            end
            STORE_OUTPUT: begin
                if (act_valid_buffer || act_valid) begin
                    dma_write_req = 1'b1;
                    dma_write_data = act_valid ? act_data : act_data_buffer;
                end
            end
            WAIT_PROCESS: begin
                if (act_valid) begin
                    dma_write_req = 1'b1;
                    dma_write_addr = output_addr + (transfer_count * (DATA_WIDTH/8));
                    dma_write_data = act_data;
                end
            end
            default: begin
                dma_read_req = 1'b0;
                dma_write_req = 1'b0;
            end
        endcase
    end
endmodule

===== ./run.sh =====
#!/bin/bash
# OpenROAD 26Q1-2900-gdf79404cd8, Yosys 0.63+post, stock flow scripts
make -C /OpenROAD-flow-scripts/flow DESIGN_CONFIG=/design/flow/config.mk WORK_HOME=/design/flow/orfs finish

===== ./config.mk =====
export PLATFORM = sky130hd
export DESIGN_NAME = dma_controller
export DESIGN_NICKNAME = dma_controller
export VERILOG_FILES = /design/flow/design.v
export SDC_FILE = /design/flow/constraint.sdc
export NUM_CORES = 4
export LEC_CHECK = 1
export CORE_UTILIZATION = 50

===== ./constraint.sdc =====
current_design dma_controller

set clk_period 25.6
set clk_io_pct 0.2

create_clock -name clk0 -period $clk_period [get_ports {clk}]

set non_clock_inputs [all_inputs -no_clocks]
set_input_delay [expr $clk_period * $clk_io_pct] -clock clk0 $non_clock_inputs
set_output_delay [expr $clk_period * $clk_io_pct] -clock clk0 [all_outputs]

==> impl.org <==
* Flow results

** Placed design
- After detailed placement, the design holds a cell count of 2222.
- The count of buffers added on input and output ports is approximately 250.
- Summed over all nets, the half-perimeter wirelength after detailed placement is roughly 34000 um.
- Worst slack at placement :: 11410 ps
- Cell area after placement :: 16200 sq um
- Placer congestion estimate :: 0.930

** Run status
- The run finished with clean final reports.

** Logic synthesis
- Of the post-synthesis cell area, the dominant cell type holds 0.189.
- Of all flip-flops after synthesis, the portion carrying an async set or reset was 1.00.
- Synthesized-area fraction occupied by adder cells :: 0.182
- Mux area share :: 0.0381
- Number of different library cells in the post-synthesis netlist :: 91
- Area share of and-or/or-and cells after synthesis :: 0.244
- The synthesis report lists the most area-consuming cells as dfrtp_1, ha_1, xnor2_1.
- Yosys stat counts 1668 cells in the synthesized netlist.
- Per the synthesis report, the simple-gate share of the synthesized area is 0.200.
- Of all cell types, the one taking the most synthesized area is dfrtp_1.
- Post-synthesis area per instance :: around 8 sq um
- Area figure in the yosys stat output :: between 10000 and 15000 sq um
- Count of yosys warnings during synthesis :: 1
- Number of standard cells after synthesis :: approximately 1700
- Post-synth seq share :: 0.189
- Cell area after synthesis :: 13400 sq um
- XOR-XNOR Cells, Area Fraction :: 0.0970
- Flops out of synthesis :: around 100
- The post-synth count of flops with an enable pin is 0.
- Per the synth stats, the flop cell with the highest instance count is dfrtp_1.
- Among the non-sequential cells, AND-OR/OR-AND gates take the most area.

** Setup path
- Maximum net fanout on the critical path :: 5
- Family with the most delay on the worst path :: AND-OR/OR-AND gates
- STA classifies the critical path startpoint as an input pin.
- Per STA, the highest per-stage delay on the worst path measures 620 ps.
- Series of cell instances along the critical path :: clkdlybuf4s50_1 -> ha_1 -> inv_1 -> fa_1 -> nor2b_1 -> o21ai_0 -> a21boi_0 -> o211ai_1 -> a31oi_1 -> o311ai_0 -> nand2b_1 -> xnor2_1 -> o21ai_0 -> clkdlybuf4s50_1
- Looking at the setup timing report, the critical path kind is input pin to output port.
- CP required :: 20480 ps
- Arrival time of data at the critical path endpoint :: 9100 ps
- The worst setup path is captured at an output port.
- Buf/Inv on CP :: 3
- Slowest cell on the critical path :: a21boi_0

** Final timing
- Period utilization :: 0.556
- The final timing report derives a shortest allowable period of 14220 ps.
- Final WS setup :: 11380 ps
- Post-route clock skew :: 9.37 ps
- Endpoints with negative setup slack in the final report add up to 0.
- Pins Over Slew Limit :: 0
- The highest clock rate this design can be run at is 70.3 MHz.
- Looking at the max-slew report, the worst-margin pin has a slew of 790 ps.
- Slew margin rel. :: 0.473
- Setup TNS :: 0 ps
- Per the final timing report, the hold violations number 0.
- RSZ-0062 raised after global routing :: no

** CTS
- PostCTS Resize Cnt :: 0
- Quantity of hold-fixing buffers added after cts :: 0
- Root Buffer Master :: clkbuf_16
- In this run the deepest clock path goes through 2 buffers.
- Clock tree from TritonCTS :: built
- Num CTS Buffers :: 9
- The later pin in the worst-skew pair is clocked with a latency of 360 ps.
- The H-tree was split into 3 levels.
- After clock tree synthesis, the setup repair step added 0 buffers.
- Post-CTS clock slew at the launch and capture registers of the worst setup and hold paths :: 70 ps
- Counting every sink on the clock net gives 101.

** Min path
- The type recorded for the worst min-delay path is flip-flop to flip-flop.

** Die
- Std cell rows :: 59
- Die outline width :: 165 um
- DIE AREA :: 27400 sq um
- Core utilization at floorplan :: 0.511
- Total I/O pin count :: 267
- Die height :: 165 um
- Core outline area :: 26100 sq um

** Detailed routing
- Dividing the detail-routed via count by the number of cells gives 5.87.
- Count of vias placed by the detailed router :: 13100
- The routed design has 42000 um of wire.
- For this run, the script counts the antenna cells in the layout as 0.
- The script parses the final routing iteration and logs DRC violations as 0.
- The iteration count recorded for the first detailed-route pass is 24.
- Once iteration 0 of detailed routing completed, the report listed 906 DRC markers.
- The count of nets left with antenna violations once routing finished came out at 0.
- Routed WL per cell :: 18.8 um

** Cells and area
- Leaving out fill and tap cells, the most frequent cell in the layout is clkdlybuf4s50_1.
- Fill count :: approximately 2300
- Final Non-Filler Cells :: between 2000 and 2500
- Area of all placed cells without fillers :: 16500 sq um
- Share of final-layout standard cells stronger than drive strength 1 :: 0.0673
- Final core utilization :: 0.631
- By instance count after routing, the leading logic cell types are clkdlybuf4s50_1, ha_1, nand2_1.
- Area added between synthesis and finish :: 23.4%

** Global route
- GRT overflow :: 0
- The first global-routing pass estimated between 60000 and 70000 um of wire.
- Entering global routing, the biggest net connects 61 pins.
- Number of global-route vias before repair :: 12000
- Total routing resource utilization after global routing :: 0.319
- Initial antenna violation count :: 1

** Power and ir drop
- Lkg Pwr :: 7.43 nW
- In this run the VDD rail shows a maximum IR drop of between 0.00002 and 0.00003 V.
- Per the summary, power density relative to cell area is between 30 and 40 nW/um^2.

** Run
- In this run the maximum-capacitance check reported violations numbering 0.
- Number of OpenROAD warnings :: 45
## final cells by class
| class | count | area (sq um) | share of cell area |
|---|---|---|---|
| multi-input cells | 1405 | 10200 | 0.618 |
| well taps | 335 | 419 | 0.0254 |
| clock buffers | 9 | 225 | 0.0137 |
| repair buffers | 271 | 2660 | 0.161 |
| clock inverters | 7 | 61.3 | 0.00372 |
| flip-flops and latches | 101 | 2530 | 0.153 |
| inverters | 110 | 413 | 0.0250 |
## synth_stat cells (all sizes together) (10+ instances only)
cell type	n
o21ai	131
dfrtp	101
o211ai	12
a221oi	11
nand2b	11
nor2b	10
o21a	18
a21o	44
a21boi	12
nor3	29
o21bai	16
a31oi	20
a211oi	20
mux2	39
nand2	149
nor2	137
or3	13
nand3	52
o31ai	11
nor4	18
ha	169
buf	16
fa	16
and2	26
xor2	61
inv	110
a21oi	117
xnor2	87
or2	12
nand4	28
clkbuf	36
and4	10
and3	26
## layer usage
layer / track usage / vias up / wire length, um
met2: 0.477 / 479 / 18400
met4: 0.0645 / 2 / 893
met3: 0.0889 / 58 / 3820
met5: 0 / - / 12
li1: - / 6570 / -
met1: 0.470 / 6017 / 18900
## kinds of logic (layout without fill, tap and decap cells)
logic type | count (synthesis) | in the layout
AOI/OAI and AO/OA | 490 | 490
xor gates and xnor gates | 148 | 148
adders and majority gates | 185 | 185
buffers and inverters | 162 | 397
DFF | 101 | 101
muxes | 46 | 46
and+or+nand+nor | 536 | 536
## path summary, 6_finish.rpt
check / end / cells after the start / from / slack (ps)
setup reg to reg: current_addr[30] / 25 / current_channel[0] / 19390
max in group asynchronous: current_channel[9] / 3 / rst_n / 19530
min in group asynchronous: transfer_count[3] / 1 / rst_n / 4610
hold reg to reg: act_valid_buffer / 1 / act_valid_buffer / 490
hold / removal: act_valid_buffer / 1 / act_valid_buffer / 490
setup / recovery: dma_write_addr[31] / 14 / output_addr[1] / 11380
## metrics by stage
stage	hold WS, ps	power, mW
after floorplan	444	0.291
after global placement	463	0.412
after detailed placement	469	0.413
after CTS	486	0.548
after global routing	503	0.581
final	488	0.546
## flip-flops by register name, indices dropped and copies added, names as in the netlist
register and cells:
transfer_count 32, current_channel 16, current_state 3, act_valid_buffer 1, act_data_buffer 16, done 1
current_addr 32
## where the power goes
group | leakage (nW) | total [mW] | internal (mW) | switching, mW
Clock | 0.131 | 0.134 | 0.0672 | 0.0664
Sequential | 1.26 | 0.204 | 0.175 | 0.0287
Combinational | 6.04 | 0.208 | 0.119 | 0.0890
Total | 7.43 | 0.546 | 0.362 | 0.184
## worst register-to-register path: cells and delay by family (launching register included)
kind | cells | cell delay [ps]
DFF | 1 | 690
AOI/OAI and AO/OA | 10 | 2170
and+or+nand+nor | 6 | 970
adders and majority gates | 6 | 2050
buffers and inverters | 3 | 190
Power and IR drop assume default switching activity.
